==> design.v <==
module data_memory(a, we, clk, wd, rd);
  input we, clk;
  input [31:0] a;
  input [31:0] wd;
  output [31:0] rd;
  reg [7:0] dataMem [0:1023];
  wire [31:0] base_address;
  integer i;
  initial begin 
    for (i=1; i<32; i=i+1) begin
      dataMem[i] <= 0;
    end
  end
  always @ (posedge clk) begin
    if (we)
       {dataMem[base_address], dataMem[base_address + 1], dataMem[base_address + 2], dataMem[base_address + 3]} <= wd;
  end
  assign base_address = ((a & 32'b11111111111111111111101111111111) >> 2) << 2;
  assign rd = (a >= 1024) ? 0 : {dataMem[base_address], dataMem[base_address + 1], dataMem[base_address + 2], dataMem[base_address + 3]};
endmodule
module instruction_memory(a, rd);
  input [31:0] a;
  output reg [31:0] rd;
  integer addr;
  reg [31:0] ram[0:63];
  initial
    begin
      $readmemb("instructions.dat", ram);
    end
  assign rd = ram[a / 4];
endmodule
==> instructions.dat <==
00100000000100000000000000001000
00100000000100010000000000001000
00010010000100010000000000000001
00000010000100010100000000100000
00000010000100010100000000100010
==> run.sh <==
#!/bin/bash
# OpenROAD 26Q1-2900-gdf79404cd8, Yosys 0.63+post, stock flow scripts
make -C /OpenROAD-flow-scripts/flow DESIGN_CONFIG=/design/flow/config.mk WORK_HOME=/design/flow/orfs finish
==> config.mk <==
export PLATFORM = sky130hd
export DESIGN_NAME = data_memory
export DESIGN_NICKNAME = data_memory
export VERILOG_FILES = /design/flow/design.v
export SDC_FILE = /design/flow/constraint.sdc
export NUM_CORES = 4
export LEC_CHECK = 1
export CORE_UTILIZATION = 50
export SYNTH_MEMORY_MAX_BITS = 65536
==> constraint.sdc <==
current_design data_memory

set clk_period 52.3
set clk_io_pct 0.2

create_clock -name clk0 -period $clk_period [get_ports {clk}]

set non_clock_inputs [all_inputs -no_clocks]
set_input_delay [expr $clk_period * $clk_io_pct] -clock clk0 $non_clock_inputs
set_output_delay [expr $clk_period * $clk_io_pct] -clock clk0 [all_outputs]
==> impl_metrics.env <==
# yosys + openroad results
export IMPL_yosys_area_mm2=0.3117
export IMPL_largest_reg_flops=8192
export IMPL_worst_ep_arrival_time_ps=19520
export IMPL_synth_warnings=1
export IMPL_cp_start_kind="input pin"
export IMPL_yosysSeqAreaShare=0.7893
export IMPL_synth_main_ff_cell="edfxtp_1"
export IMPL_ys_seq_elements=8192
export IMPL_setup_tns_ps=0
export IMPL_layout_drive_gt1_share=0.2147
export IMPL_p_leak_nw=110.2
export IMPL_postSynthAreaPerCell_um2=18.23
export IMPL_totalWireLength_mm=1173
export IMPL_io_pins=98
export IMPL_ctsHoldBuffers=0
export IMPL_critPathMaxFanout=63
export IMPL_warnings=35
export IMPL_path_class="in -> out"
export IMPL_p_per_area_mw_per_mm2=38.59
export IMPL_num_vias=184100
export IMPL_rows=289
export IMPL_root_buffer="clkbuf_16"
export IMPL_worst_slack_ps=22320
export IMPL_drv_slew=4
export IMPL_period_minus_slack_ps=29980
export IMPL_drc=0
export IMPL_cts_setup_buffers=0
export IMPL_worstPathRequired_ps=41840
export IMPL_dpl_hpwl_mm=698.2
export IMPL_setup_violations=0
export IMPL_fp_util=0.5026
export IMPL_end_kind="primary output"
export IMPL_maxCapViolations=2
export IMPL_violations="capacitance limit, slew limit"
export IMPL_fmax_ghz=0.03335
export IMPL_preCtsSetupSlack_ps=22990
export IMPL_chip_area_mm2=0.6265
export IMPL_die_w_um=791.5
export IMPL_portBuffers=95
export IMPL_ys_cells=17100
export IMPL_antenna_found_initial=137
export IMPL_synthArstFlopShare=0
export IMPL_clock_sinks=8192
export IMPL_synthToLayoutAreaGrowth_pct=13.69
export IMPL_final_cell_mix="8,192 x edfxtp_1, 1,687 x o22ai_1, 1,186 x buf_4"
export IMPL_ant_nets=0
export IMPL_cts_reportedPaths_clkPinSlew_ps=60
export IMPL_grt_usage=0.4201
export IMPL_die_y_um=791.5
export IMPL_wire_per_inst_um=43.20
export IMPL_cts_buffers=812
export IMPL_worst_pin_slew_ps=1646
export IMPL_period_used=0.5732
export IMPL_layout_top_cell="edfxtp_1"
export IMPL_hold_violations=0
export IMPL_status="finished with violations"
export IMPL_grt_overflow=0
export IMPL_dr_pass1_iters=9
export IMPL_slew_headroom=-0.1089
export IMPL_vias_per_cell=6.780
export IMPL_grt_pass1_wl_mm=1580
export IMPL_hold_path_class="in -> reg"
export IMPL_cts_htree_levels=6
export IMPL_syn_cell_area_mm2=0.3117
export IMPL_clock_path_buffers=4
export IMPL_synth_cells=17100
export IMPL_grt_max_degree=121
export IMPL_drt_iter0_drc=14530
export IMPL_ys_types=97
export IMPL_largest_register="dataMem"
export IMPL_rsz0062_at_grt="false"
export IMPL_cts_resized_gates=0
export IMPL_tritoncts="built"
export IMPL_place_gp_congestion=1.014
export IMPL_core_mm2=0.6201
export IMPL_synth_edff_count=8192
export IMPL_largest_registers="dataMem (8192)"
export IMPL_grt_pass1_vias=187700
export IMPL_irDropWorstVdd_uv=41.81
-- worst max-delay path, cell delays in order --
cell and delay (ps):
buf_16 160, buf_4 440, buf_4 600, buf_4 640, buf_4 640, buf_4 640
buf_4 610, buf_12 410, buf_4 650, mux4_2 330, nand2_1 50, a21oi_1 280
a211o_1 630, o31ai_1 470, or4_1 850, a2111oi_2 410, buf_4 270, clkdlybuf4s50_1 510
-- layout make-up --
type	count	area (µm²)
Tap cell	8293	10380
Inverter	20	112.6
Antenna cell	203	508.0
Clock buffer	1015	21320
Sequential cell	8192	246000
Clock inverter	466	3925
Timing Repair Buffer	1305	10540
Fill cell	45380	265800
Multi-Input combinational cell	7661	61570
-- path summary, 6_finish.rpt --
kind,start,to,cells past startpoint
setup / recovery,a[4],rd[8],18
hold / removal,wd[24],dataMem[876][0],1
-- metal layers --
layer  vias to the layer above  track usage  share of wire
met5                         -       0.1396         0.0082
met4                       192       0.2364          0.076
met3                      3193       0.3932           0.22
met2                     16100       0.5298           0.42
met1                     91140       0.4562           0.27
li1                      73470            -              -
-- metrics by stage --
step           cell area (µm²)  instances  hold WS [ps]  power (mW)    util
6_report                354300      27160          9610       13.68  0.5714
5_1_grt                 354100      27070          9622       13.96  0.5710
3_3_place_gp            328600      25470         10850       8.161  0.5299
2_1_floorplan           311700      17100         10560       7.704       -
3_5_place_dp            328600      25470         10850       8.165  0.5299
4_1_cts                 353800      26950          9605       13.66  0.5706
-- kinds of logic after synthesis --
| group | after synthesis | synth area share |
|---|---|---|
| flops | 8192 | 0.7893 |
| mux | 1685 | 0.06798 |
| compound gates | 4365 | 0.09672 |
| buf+inv | 1242 | 0.02206 |
| simple gates | 1611 | 0.02398 |
-- synth_stat cells (32+ instances only) --
cell type     n  area share
nor4_1       80      0.0016
nand3_1      53     0.00085
buf_4       239      0.0058
mux2_2     1021       0.037
nand4_1      32     0.00064
clkbuf_1    293      0.0035
a2bb2oi_1    78      0.0022
a221o_1      39      0.0013
buf_6        75      0.0027
o211ai_1     74      0.0018
nor3_1      121      0.0019
nor2b_1      36     0.00072
a211o_1      58      0.0016
o22ai_1    1687       0.034
buf_1       109      0.0013
a2111oi_0    77      0.0022
mux4_2      243       0.018
a221oi_1    107      0.0030
o21ai_0     400      0.0064
o2111ai_1    53      0.0015
edfxtp_1   8192        0.79
o31ai_1      70      0.0017
a21oi_1     524      0.0084
a211oi_1    163      0.0039
or4_1        37     0.00089
o22a_1       70      0.0020
buf_2       495      0.0079
nand2_1     292      0.0035
o221ai_1    657       0.018
mux2i_1     417       0.013
a31oi_1      33     0.00066
a22oi_1      61      0.0015
nor2_1      807      0.0097
-- report_power, final --
part | internal (mW) | switching [mW]
registers | 7.24 | 0.00287
logic | 0.194 | 0.632
clock network | 3.11 | 2.50
total | 10.5 | 3.13
No activity file was given, so power comes from the tool's default toggle rates.

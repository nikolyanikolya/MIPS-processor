### ./design.v
module sign_extend(in, out);
  input [15:0] in;
  output [31:0] out;
  assign out = {{16{in[15]}}, in};
endmodule
module shl_2(in, out);
  input [31:0] in;
  output [31:0] out;
  assign out = {in[29:0], 2'b00};
endmodule
module adder(a, b, out);
  input [31:0] a, b;
  output [31:0] out;
  assign out = a + b;
endmodule
module d_flop(d, clk, q);
  input [31:0] d;
  input clk;
  output reg [31:0] q;
  initial begin
    q <= 32'b0;
  end
  always @ (posedge clk)
    q <= d;
endmodule
module mux2_32(d0, d1, a, out);
  input [31:0] d0, d1;
  input a;
  output [31:0] out;
  assign out = a ? d1 : d0;
endmodule
module mux2_5(d0, d1, a, out);
  input [4:0] d0, d1;
  input a;
  output [4:0] out;
  assign out = a ? d1 : d0;
endmodule
### ./run.sh
#!/bin/bash
# OpenROAD 26Q1-2900-gdf79404cd8, Yosys 0.63+post, stock flow scripts
make -C /OpenROAD-flow-scripts/flow DESIGN_CONFIG=/design/flow/config.mk WORK_HOME=/design/flow/orfs finish
### ./config.mk
export PLATFORM = sky130hd
export DESIGN_NAME = d_flop
export DESIGN_NICKNAME = d_flop
export VERILOG_FILES = /design/flow/design.v
export SDC_FILE = /design/flow/constraint.sdc
export NUM_CORES = 4
export LEC_CHECK = 1
export CORE_AREA = 10 10 91 91
export DIE_AREA = 0 0 101 101
### ./constraint.sdc
current_design d_flop

set clk_period 1.0
set clk_io_pct 0.2

create_clock -name clk0 -period $clk_period [get_ports {clk}]

set non_clock_inputs [all_inputs -no_clocks]
set_input_delay [expr $clk_period * $clk_io_pct] -clock clk0 $non_clock_inputs
set_output_delay [expr $clk_period * $clk_io_pct] -clock clk0 [all_outputs]
==> flow_summary.ini <==
; physical design summary
[timing]
max_freq_mhz = 1050
period_used_share = 0.951
grt_setup_unrepaired = no
hold_violations = 0
setup_viol = 0
period_minus_slack_ns = 0.951
fin_tns_setup_ns = 0
relSlewSlack = 0.953
slew_viol_final = 0
worst_slack_ns = 0.0490
whs_ns = 0.351
worst_slew_pin_slew_ns = 0.0697

[global_routing]
gr-total-overflow = 0
antenna_found_initial = 0
grt_util_met3 = 0.0340
grt_usage = 0.0432
grt_util_met1 = 0.0449
met2_usage = 0.0678
grt_first_pass_wirelength_mm = 3.32
grt_start_max_net_pins = 11
grt_pass1_vias = 532
busiest_layer = met2

[synth]
syn_inst = 32
netlist_top_cells_area = dfxtp_1 (100%)
avgSynthCellArea_um2 = 20.0
synthDistinctLibCells = 1
ys_seq_frac = 1.00
yosysWarnings = 1
synth_top_area_share = 1.00
synthesis.area_um2 = 641
synth_chip_area_um2 = 641
yosys.area.top_type = dfxtp_1
ys_seq_elements = 32
ys_cells = 32

[clock_tree]
clkSlewWorstSetupHoldPaths_ns = 0.07
cts_tree = built
postCtsSetupBuffers = 0
cts-buffers-inserted = 5
htreeDepth = 2
cts_sinks = 32
root_buffer = clkbuf_8
cts_buffer_depth = 2
cts_hold_buf = 0

[place]
pre_cts_slack_ns = 0.00494
place_congestion = 0.704
place_area_um2 = 1380
numPortBuffers = 64

[detailed_routing]
drtPass1Iterations = 3
drc = 0
vias = 483
drtIter0Drc = 3
avgRoutedWirePerCell_um = 12.5
wl_mm = 2.26
n_antenna_cell = 0
ant_nets = 0
viasPerCell = 2.67

[critical_path]
crit_buf_inv = 1
cp-end-kind = output port
crit_chain = clkdlybuf4s15_1
critPathMaxFanout = 1
crit_type = flop to output port
cpPeakStageDelay_ns = 0.31
startpoint_type = flop
arrival_ns = 0.75
path_delay_family = flip-flops
worstPathRequired_ns = 0.80
crit_slowest_cell = dfxtp_1

[die]
die_area_um2 = 10200
initial_core_util = 0.101
ios = 65
core_um2 = 6350
num_rows = 29
die_w_um = 101
die_h_um = 101

[final_layout]
top_register = q
drive_above_1_share = 0.413
post-route-util = 0.221
largest_reg_flops = 32
area_delta_synth_final_pct = 119
top_regs = q (32)
logic_gates = 0
logic_area_um2 = 0
design_area_um2 = 1400

[outcome]
status = finished clean

[run]
maxCapViolCount = 0
warnings = 25

[hold_path]
hold_class = input pin to flop
placed cells by master (no fill, tap or decap):
| master | synthesis | layout |
|---|---|---|
| clkdlybuf4s50_1 | 0 | 32 |
| dfxtp_1 | 32 | 20 |
| clkbuf_2 | 0 | 18 |
| dfxtp_2 | 0 | 12 |
| clkdlybuf4s15_1 | 0 | 9 |
| clkbuf_8 | 0 | 7 |
| buf_2 | 0 | 5 |
| bufinv_16 | 0 | 1 |
routing by layer:
layer	vias up	wire length, µm
li1	237	-
met1	205	799
met2	35	1060
met3	6	352
met4	0	47
met5	-	0
repair_timing:
item	4_1_cts	5_1_grt
gates cloned	0	0
setup endpoints to repair	32	18
gates resized	73	30
synthesized netlist by cell type:
cell	n
dfxtp_1	32
area by class of cell:
| cell class | instances | area (µm²) |
|---|---|---|
| clock inverters | 1 | 30.0 |
| fillers | 678 | 4950 |
| flip-flops and latches | 32 | 656 |
| well taps | 77 | 96.3 |
| repair buffers | 64 | 526 |
| clock buffers | 7 | 96.3 |
cell families (layout without fill, tap and decap cells):
family	count (synthesis)	in the layout	share of synthesized area
buf+inv	0	72	0
flops	32	32	1.00
worst paths after layout:
check,startpoint,to,slack (ns),depth (start not counted)
setup / recovery,q[0],q[0],0.05,1
hold / removal,d[24],q[24],0.35,1
per-stage QoR:
stage / std cells
after CTS: 181
after floorplan: 32
after global placement: 173
after global routing: 181
final: 181
after detailed placement: 173

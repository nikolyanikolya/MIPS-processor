`flow/design.v`:
```
module register_file(clk, we3, a1, a2, a3, wd3, rd1, rd2);
  input clk, we3;
  input [4:0] a1, a2, a3;
  input [31:0] wd3;
  output [31:0] rd1, rd2;
  reg [31:0] regMem [31:0];
  integer i;
  initial begin
    for (i=1; i<32; i=i+1) begin
      regMem[i] <= 0;
    end
  end
  always @ (posedge clk) begin
    if (we3) 
      regMem[a3] <= wd3;
    regMem[0] <= 0;
  end
  assign rd1 = (regMem[a1]);
  assign rd2 = (regMem[a2]);
endmodule 
```
`flow/run.sh`:
```
#!/bin/bash
# OpenROAD 26Q1-2900-gdf79404cd8, Yosys 0.63+post, stock flow scripts
make -C /OpenROAD-flow-scripts/flow DESIGN_CONFIG=/design/flow/config.mk WORK_HOME=/design/flow/orfs finish
```
`flow/config.mk`:
```
export PLATFORM = sky130hd
export DESIGN_NAME = register_file
export DESIGN_NICKNAME = register_file
export VERILOG_FILES = /design/flow/design.v
export SDC_FILE = /design/flow/constraint.sdc
export NUM_CORES = 4
export LEC_CHECK = 1
export CORE_UTILIZATION = 40
```
`flow/constraint.sdc`:
```
current_design register_file

set clk_period 7.3
set clk_io_pct 0.2

create_clock -name clk0 -period $clk_period [get_ports {clk}]

set non_clock_inputs [all_inputs -no_clocks]
set_input_delay [expr $clk_period * $clk_io_pct] -clock clk0 $non_clock_inputs
set_output_delay [expr $clk_period * $clk_io_pct] -clock clk0 [all_outputs]
```
==> out/metrics.csv <==
stage;metric;value;unit
flow_run;max-cap violations;0;
routing;DRT antenna net count;0;
routing;final wirelength;144000;um
die;Die Area;117000;um2
min_path;Hold Path Stages;2;
setup_path;WP data required;5840;ps
synth;Yosys Warn Count;1;
power_and_ir_drop;switch share;22.6;%
clock_tree;# hold bufs at CTS;0;
timing;setup TNS;0;ps
synth;Synth Seq Share;64.6;%
grt;number of global-route vias before repair;30000;
timing;Worst slew margin;24.7;%
power_and_ir_drop;sw power;2940;uW
grt;total grt overflow;0;
timing;Worst Tran Pin Value;1130;ps
min_path;hold path endpoint;regMem[27][24]$_DFFE_PP_;
timing;final worst slack;1190;ps
setup_path;crit end category;output port;
timing;Slew Viols, Final;0;
power_and_ir_drop;clock share of power;42.0;%
clock_tree;Clock Sinks;992;
final_layout;P&R area growth vs syn;15.0;%
routing;Routed WL per cell;34.4;um
die;I/O pins;113;
flow_run;tool warnings;25;
clock_tree;H-tree levels;3;
routing;1st-pass router iterations;6;
timing;Fmax achieved;0.164;GHz
placed_design;pre-CTS WS;1180;ps
grt;largest net degree at the start of global routing;79;
final_layout;largest registers;regMem: 992 flops;
setup_path;crit path kind;primary input to output port;
power_and_ir_drop;combinational share of power;9.0;%
grt;global-route usage over all layers;27.3;%
synth;synthesized area per cell;18.8;um2
clock_tree;clock-pin slew on the worst setup and hold paths;60;ps
clock_tree;maximum clock insertion buffer count;3;
clock_tree;postcts setup bufs;0;
power_and_ir_drop;peak supply drop;0.196;mV
synth;yosys stat area;46100;um2
routing;routed via count;26700;
synth;#FFs+latches synth;992;
power_and_ir_drop;Leakage;0.0171;uW
clock_tree;Post-CTS Resized;0;
placed_design;post-DP HPWL;82100;um
routing;Vias/cell;6.39;
synth;post-synthesis cell count;2447;
timing;Final Hold Viols;0;
clock_tree;CTS tree;built;
placed_design;tally of buffers added on design ports;112;
min_path;min-delay worst type;primary input to flip-flop;
setup_path;Worst setup SP type;primary input;
routing;DRC viols;0;
timing;RSZ-0062 raised after global routing;false;
final_layout;most flop-heavy register;regMem;
power_and_ir_drop;Pwr Density;245;nW/um2
routing;DR iter-0 viols;1690;
timing;minimum period implied by the final worst setup slack;6110;ps
die;row count;124;
die;Init Core Util;40.3;%
die;Die H;341;um
grt;first-pass GRT wire length;207000;um
power_and_ir_drop;Flop pwr share;48.9;%
clock_tree;Clock Tree Root;clkbuf_16;
final_layout;share of post-route cells with drive strength above 1;29.6;%
grt;initial antenna violation count;5;
die;Chip Width;341;um
timing;Finish-stage setup viols;0;
timing;post-route clock period utilization;83.8;%
synth;synth unique cells;26;
setup_path;Worst Path Max Fanout;30;
die;Core Area;114000;um2
final_layout;max reg flops;992;
min_path;Hold Crit Start;wd3[24];
placed_design;routability cong.;0.886;
clock_tree;TritonCTS Buffers;103;
synth;ys cells;2447;
setup_path;CP arrival;4650;ps
power_and_ir_drop;Internal;10100;uW
synth;Cell Area, Synth;46100;um2
status;status;finished, final reports clean;
per-stage QoR:
step                hold WS, ps  instances  power [uW]  instance area (um2)  utilization, %
floorplan                  1560       2447        7130                46100               -
global placement           2280       3984        7640                49500            43.3
detailed placement         2290       3984        7660                49500            43.3
CTS                        1570       4177       13100                53000            46.4
global route               1600       4177       13400                53000            46.4
finish                     1590       4178       13000                53000            46.4
per-layer routing:
layer	vias to the layer above	track usage (%)	share of wire, %
li1	10800	-	-
met3	332	23.1	19
met4	22	8.26	3.9
met5	-	2.41	0.23
met2	2202	38.3	45
met1	13400	31.5	31
worst max-delay path: stages:
cell and delay (ps):
buf_4 560, nor2b_4 740, buf_4 370, buf_4 260, a22o_1 170, a211oi_1 70, o31ai_1 430, clkdlybuf4s50_1 570
worst max path at each step:
stage,depth (start not counted),slack (ps),endpoint,start
6_report,8,1190,rd1[23],a1[1]
5_1_grt,7,980,rd2[31],a2[0]
4_1_cts,7,1170,rd1[13],a1[1]
cell type report:
class | instances | area [um2]
Timing Repair Buffer | 236 | 2250
Fill cell | 9225 | 61300
Multi-Input combinational cell | 1242 | 15600
Tap cell | 1512 | 1890
Antenna cell | 1 | 2.50
Clock buffer | 122 | 2670
Clock inverter | 71 | 852
Sequential cell | 992 | 29800
Inverter | 2 | 7.51
cells in the mapped netlist:
cell,n,area (um2)
edfxtp_1,992,29800
mux4_2,384,8650
a22o_1,192,1680
mux2i_1,160,1600
clkbuf_1,117,439
nand2_1,67,251
a211oi_1,64,480
mux2_2,64,721
o21ai_1,64,320
o22ai_1,64,400
o31ai_1,64,480
buf_2,46,230
and2_1,34,213
nor2_1,34,128
and3_1,32,200
buf_4,24,180
buf_6,14,158
buf_1,10,37.5
nor2b_1,6,37.5
nand3b_1,5,37.5
or3b_2,3,26.3
nand2b_1,2,12.5
nand3_1,2,10.0
inv_1,1,3.75
inv_2,1,3.75
or3_1,1,6.26
power groups by stage:
stage | combinational (uW) | sequential (uW) | clock, uW
4_1_cts | 1170 | 6370 | 5540
5_1_grt | 1240 | 6370 | 5750
6_report | 1180 | 6370 | 5470
layout by cell type, fill, tap and decap left out, types with 15 or more instances in the layout:
master,instances
clkdlybuf4s50_1,102
o21ai_1,64
mux2i_1,160
mux2_2,64
clkinv_2,23
bufinv_16,17
and3_1,32
a22o_1,192
edfxtp_1,992
and2_1,32
clkbuf_16,104
nand2_1,66
a211oi_1,64
nor2_4,33
buf_4,113
o22ai_1,64
mux4_2,384
o31ai_1,64
buf_12,16
clkbuf_1,18
clkinv_1,15
kinds of logic (layout without fill, tap and decap cells):
group	Yosys count	after routing	share of synthesized area [%]
AND/OR/NAND/NOR	186	186	2.00
buffers and inverters	213	431	2.28
AND-OR/OR-AND	448	448	7.30
flip-flops	992	992	64.6
multiplexers	608	608	23.8
other	0	1	0
No activity file was given, so power comes from the tool's default toggle rates.
